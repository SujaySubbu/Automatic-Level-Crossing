[config.mk]
export PLATFORM = sky130hd
export DESIGN_NAME = Main_Module
export DESIGN_NICKNAME = Main_Module
export VERILOG_FILES = /design/flow/design.v
export SDC_FILE = /design/flow/constraint.sdc
export NUM_CORES = 4
export LEC_CHECK = 1
export CORE_UTILIZATION = 40
[constraint.sdc]
current_design Main_Module

set clk_period 3.7
set clk_io_pct 0.2

create_clock -name clk0 -period $clk_period [get_ports {Clk}]

set non_clock_inputs [all_inputs -no_clocks]
set_input_delay [expr $clk_period * $clk_io_pct] -clock clk0 $non_clock_inputs
set_output_delay [expr $clk_period * $clk_io_pct] -clock clk0 [all_outputs]
[design.v]
module Bogey_counter(input Clk,input a2b,input b2a,input Reset,output reg [3:0] Count_a2b,output reg[3:0] Count_b2a);
reg [3:0]Count_a; 
reg [3:0]Count_b; 
parameter num_wheels = 4'b0100; 
    always@(posedge Clk,posedge Reset)
    begin
        if(Reset)
        begin
            Count_a=4'b0000;
            Count_b=4'b0000;
            Count_a2b=4'b0000;
            Count_b2a=4'b0000;
        end
        else if(a2b) 
        begin
            if(Count_b!=4'b0000) 
            Count_b=Count_b-4'b0001;
            else
            begin
            Count_a=Count_a+4'b0001; 
                if(Count_a==num_wheels)
                begin
                    if(Count_b2a!=4'b0000)
                        Count_b2a=Count_b2a-4'b0001; 
                    Count_a2b=Count_a2b+4'b0001;
                    Count_a=4'b0000;
                    Count_b=4'b0000;
                end
            end
        end
        else if(b2a) 
        begin
            if(Count_a!=4'b0000) 
                Count_a=Count_a-4'b0001;
            else
            begin
                Count_b=Count_b+4'b0001; 
                if(Count_b==num_wheels)
                begin
                    if(Count_a2b!=4'b0000)
                        Count_a2b=Count_a2b-4'b0001; 
                    Count_b2a=Count_b2a+4'b0001;
                    Count_a=4'b0000;
                    Count_b=4'b0000;
                end
            end
        end
    end
endmodule
module level_crossing(input Reset,input [3:0]Count_a2b_1,input [3:0]Count_a2b_2,input [3:0]Count_b2a_1,input [3:0] Count_b2a_2,output reg gate_open);
parameter num_bogeys = 4'b0100; 
always@(*)
begin
    if(Reset)
        gate_open<=1'b1;
    else
    begin
        if(Count_a2b_1==num_bogeys) 
        begin
            if(Count_a2b_2==num_bogeys) 
            gate_open<=1'b1;
            else
            gate_open<=1'b0;
        end
        else if(Count_b2a_2==num_bogeys) 
        begin
            if(Count_b2a_1==num_bogeys) 
            gate_open<=1'b1;
            else
            gate_open<=1'b0;
        end
        else
        gate_open<=1'b1;
    end
end
endmodule
 `timescale 1ns / 1ps
 module Main_Module(input Clk,input Reset,input a1,input b1,input a2,input b2,output a2b_1,output a2b_2,output b2a_1,output b2a_2,output [3:0] Count_a2b_1,output [3:0] Count_a2b_2,output [3:0]Count_b2a_1,output [3:0] Count_b2a_2,output gate_open);
 FSM_Wheel f1(Clk,Reset,a1,b1,a2b_1,b2a_1);
 Bogey_counter f2(Clk,a2b_1,b2a_1,Reset,Count_a2b_1,Count_b2a_1);
 FSM_Wheel g1(Clk,Reset,a2,b2,a2b_2,b2a_2);
 Bogey_counter g2(Clk,a2b_2,b2a_2,Reset,Count_a2b_2,Count_b2a_2);
 level_crossing l1(Reset,Count_a2b_1,Count_a2b_2,Count_b2a_1,Count_b2a_2,gate_open);
 endmodule
module clk_division(input mClk,input Reset,output Clk190
    );
    reg [18:0] clk_div;
    always@(posedge mClk,posedge Reset)
    begin
        if(Reset)
            clk_div<=0;
        else
            clk_div<=clk_div+1;
    end
    assign Clk190=clk_div[18];
endmodule
module FSM_Wheel(input Clk,input Reset,input a,input b,output reg a2b, output reg b2a);
    reg [3:0] present_state;reg [3:0] next_state;
    parameter S0 = 4'b0000,S1 = 4'b0001,S2 = 4'b0010,S3 = 4'b0011,S4 = 4'b0100;
    parameter Q1 = 4'b0101,Q2 = 4'b0110,Q3 = 4'b0111,Q4 = 4'b1000;
    always@(posedge Clk, posedge Reset)
    begin
        if(Reset)
            present_state<=S0;
        else
            present_state<=next_state;
    end
    always@(present_state,a,b)
    begin
        case(present_state)
            S0:next_state<=(a & !b)?S1:(!a & b)?Q1:S0;
            S1:next_state<=(a & b)?S2:(!a & !b)?S0:S1;
            S2:next_state<=(!a & b)?S3:(a & !b)?S1:S2;
            S3:next_state<=(!a & !b)?S4:(a & b)?S2:S3;
            S4:next_state<=(a & !b)?S1:(!a & b)?Q1:S0;
            Q1:next_state<=(a & b)?Q2:(!a & !b)?S0:Q1;
            Q2:next_state<=(a & !b)?Q3:(!a & b)?Q1:Q2;
            Q3:next_state<=(!a & !b)?Q4:(a & b)?Q2:Q3;
            Q4:next_state<=(a & !b)?S1:(!a & b)?Q1:S0;    
            default: next_state<=S0;
        endcase
    end    
    always@(present_state)
        begin
        if(present_state==Q4)
            begin
                a2b<=1'b0;b2a<=1'b1;
            end
        else if(present_state==S4)
            begin
                a2b<=1'b1;b2a<=1'b0;
            end
        else
        begin
            a2b<=1'b0;b2a<=1'b0;
        end
    end 
endmodule
[run.sh]
#!/bin/bash
# OpenROAD 26Q1-2900-gdf79404cd8, Yosys 0.63+post, stock flow scripts
make -C /OpenROAD-flow-scripts/flow DESIGN_CONFIG=/design/flow/config.mk WORK_HOME=/design/flow/orfs finish
==> flow_summary.json <==
{
  "status": "completed",
  "avgViaCountPerCell": 5.20,
  "start_kind": "flip-flop",
  "critPathMaxFanout": 5,
  "use_met1_pct": 25.9,
  "ys_seq_share_pct": 39.3,
  "tightest_slew_ns": 0.649,
  "dieArea_sq_um": 8330,
  "first_global_vias": 2220,
  "ys_cells": 325,
  "cts_tree": "done",
  "whs_path_depth": 2,
  "warnings": 43,
  "grt-ovfl-total": 0,
  "fmax_ghz": 0.375,
  "insertedDiodeCount": 0,
  "timing.rr.start": "g1.present_state[1]$_DFF_PP0_",
  "ys_area_sq_um": 3190,
  "fp_util_pct": 41.3,
  "reg2reg_to": "g2.Count_b[3]$_DFFE_PP0P_",
  "clockBufferDepth": 2,
  "drc": 0,
  "busiest_layer": "met1",
  "final_area_sq_um": 3620,
  "ys_async_sr_fraction_pct": 100,
  "critPathMaxStageDelay_ns": 0.48,
  "hp-start": "g1.present_state[6]$_DFF_PP0_",
  "drt-initial-drc-count": 150,
  "cts_root_buf": "clkbuf_8",
  "numCtsBuffers": 5,
  "synth_top_cell_by_count": "dfrtp_1",
  "common_cells": "dfrtp_1 (48), ha_1 (32), inv_1 (29), o21ai_0 (29), nand2_1 (24)",
  "worst_slack_ns": 1.04,
  "dpl-instance-area_sq_um": 3540,
  "vias": 2346,
  "clk_pin_slew_worst_paths_ns": 0.09,
  "pre_cts_ws_ns": 1.13,
  "die-height_um": 91.3,
  "cp_slowest_cell": "clkdlybuf4s50_1",
  "cts_max_level": 2,
  "ys_types": 53,
  "synth-main-ff-cell": "dfrtp_1",
  "rsz0062_at_grt": "no",
  "cts_setup_buffers": 0,
  "syn_area_sq_um": 3190,
  "wire_per_inst_um": 13.0,
  "path_cells": "nor3_1 > nand2_1 > a32o_1 > nand3_1 > clkdlybuf4s50_1",
  "fin_crit_sh_pct": 72.0,
  "syn2layout_area_growth_pct": 13.6,
  "ctsHoldBuffers": 0,
  "utilization_pct": 46.9,
  "hold_path_end": "g1.present_state[6]$_DFF_PP0_",
  "yosysWarningCount": 3,
  "track_usage_pct": 15.6,
  "p_per_area_nw_per_um2": 449,
  "cts_resized": 0,
  "antenna_found_initial": 0,
  "die_w_um": 91.3,
  "routabilityCongestion": 0.804,
  "reg2reg_slack_ns": 1.23,
  "antenna_left": 0,
  "fp.coreArea_sq_um": 7730,
  "setup_viol": 0,
  "hold_ws_ns": 0.498,
  "crit_type": "reg -> out",
  "drt_wl_total_mm": 5.86,
  "min_period_ns": 2.66,
  "area_leaders": "dfrtp_1 (38%), ha_1 (13%), o21ai_0 (4.6%)",
  "crit_path_end_kind": "output port",
  "cts_sinks": 50,
  "required_ns": 2.96,
  "pin_count": 27,
  "rows": 32,
  "fin_setup_tns_ns": 0,
  "clk_latency_ns": 0.30,
  "avgSynthCellArea_sq_um": 9.81,
  "portBuffers": 26,
  "grt_pass1_wl_mm": 10.4,
  "critPathBufInv": 1,
  "yosysTopAreaCell": "dfrtp_1",
  "hpwl_mm": 4.10,
  "drv_cap": 0,
  "slew_violations": 0,
  "skew_ns": 0.00410,
  "crit_family": "buffers and inverters",
  "use_met3_pct": 2.64,
  "gr-usage-met2_pct": 22.8,
  "grt_max_degree": 51,
  "first_pass_iters": 4,
  "edf_count": 0,
  "maxSlewHeadroom_pct": 56.7,
  "ys.flops": 50,
  "p_leak_nw": 1.67,
  "cp_num_cells": 5,
  "finalHoldViolations": 0,
  "synthCells": 325,
  "netlist.area_leader.share_pct": 37.7,
  "layout-drive-gt1-share_pct": 8.31,
  "holdCritPathClass": "reg -> reg",
  "rr_worst_depth": 6,
  "vdd_drop_max_mv": 0.190,
  "arrival_ns": 1.92
}
==> worst min-delay path: cells and delay by family (launching register included) <==
| kind | cells | cell delay [ns] |
|---|---|---|
| simple gates | 2 | 0.11 |
| flops | 1 | 0.36 |
==> area by class of cell <==
class,count,area (sq um)
Multi-Input combinational cell,234,1780
Timing Repair Buffer,27,268
Clock buffer,5,68.8
Sequential cell,50,1250
Tap cell,102,128
Fill cell,705,4110
Clock inverter,2,10.0
Inverter,31,118
==> registers in the layout (all words and copies together) (netlist names) <==
name / flops
g2.Count_b2a: 4
g2.Count_b: 4
f2.Count_b: 4
g2.Count_a2b: 4
f2.Count_b2a: 4
g2.Count_a: 4
f1.present_state: 9
g1.present_state: 9
f2.Count_a: 4
f2.Count_a2b: 4
==> layer usage <==
| layer | share of wire (%) | wire (um) |
|---|---|---|
| met3 | 3.4 | 201 |
| met5 | 0 | 0 |
| met2 | 41 | 2410 |
| met1 | 54 | 3180 |
| met4 | 1.2 | 70 |
==> worst max path at each step <==
| stage | start | endpoint | slack (ns) |
|---|---|---|---|
| 4_1_cts | f2.Count_b2a[0]$_DFFE_PP0P_ | gate_open | 1.01 |
| 5_1_grt | f2.Count_b2a[1]$_DFFE_PP0P_ | gate_open | 0.84 |
| 6_report | f2.Count_b2a[0]$_DFFE_PP0P_ | gate_open | 1.04 |
==> placed cells by master, fill, tap and decap left out, types with 3 or more instances in the layout <==
cell type / instances
clkdlybuf4s50_1: 26
fa_1: 4
a31oi_1: 4
a22oi_1: 3
mux2_2: 8
nand3_1: 4
nor2_1: 15
o21ai_0: 29
ha_1: 32
a21o_1: 6
mux2i_1: 5
inv_1: 28
clkinv_2: 3
a32oi_1: 4
nand4_1: 5
xor2_1: 5
a22o_1: 6
and2_1: 4
a21oi_1: 15
xnor2_1: 9
a211oi_1: 5
clkbuf_8: 5
o22a_1: 3
dfrtp_1: 48
nor3_1: 11
nand2_1: 24
==> where the power goes <==
part / switching [mW] / total (mW) / internal [mW]
sequential: 0.127 / 0.772 / 0.645
clock: 0.182 / 0.310 / 0.128
combinational: 0.262 / 0.543 / 0.281
==> through the flow <==
step | power (mW) | cells
2_1_floorplan | 1.13 | 325
3_3_place_gp | 1.32 | 444
3_5_place_dp | 1.32 | 444
4_1_cts | 1.64 | 451
5_1_grt | 1.77 | 451
6_report | 1.63 | 451
==> logic make-up after synthesis <==
logic type	Yosys count	share of synthesized area [%]
adder cells (fa/ha/maj)	36	15.1
buffers and inverters	41	4.98
flip-flops	50	39.3
XOR/XNOR	15	4.36
AND-OR/OR-AND	84	17.1
multiplexers	13	4.40
AND/OR/NAND/NOR	86	14.8
No activity file was given, so power comes from the tool's default toggle rates.
