File: /design/flow/design.v
 `timescale 1ns / 1ps
 module Main_Module(input Clk,input Reset,input a1,input b1,input a2,input b2,output a2b_1,output a2b_2,output b2a_1,output b2a_2,output [3:0] Count_a2b_1,output [3:0] Count_a2b_2,output [3:0]Count_b2a_1,output [3:0] Count_b2a_2,output gate_open);
 FSM_Wheel f1(Clk,Reset,a1,b1,a2b_1,b2a_1);
 Bogey_counter f2(Clk,a2b_1,b2a_1,Reset,Count_a2b_1,Count_b2a_1);
 FSM_Wheel g1(Clk,Reset,a2,b2,a2b_2,b2a_2);
 Bogey_counter g2(Clk,a2b_2,b2a_2,Reset,Count_a2b_2,Count_b2a_2);
 level_crossing l1(Reset,Count_a2b_1,Count_a2b_2,Count_b2a_1,Count_b2a_2,gate_open);
 endmodule
module clk_division(input mClk,input Reset,output Clk190
    );
    reg [18:0] clk_div;
    always@(posedge mClk,posedge Reset)
    begin
        if(Reset)
            clk_div<=0;
        else
            clk_div<=clk_div+1;
    end
    assign Clk190=clk_div[18];
endmodule
File: /design/flow/run.sh
#!/bin/bash
# OpenROAD 26Q1-2900-gdf79404cd8, Yosys 0.63+post, stock flow scripts
make -C /OpenROAD-flow-scripts/flow DESIGN_CONFIG=/design/flow/config.mk WORK_HOME=/design/flow/orfs finish
File: /design/flow/config.mk
export PLATFORM = sky130hd
export DESIGN_NAME = clk_division
export DESIGN_NICKNAME = clk_division
export VERILOG_FILES = /design/flow/design.v
export SDC_FILE = /design/flow/constraint.sdc
export NUM_CORES = 4
export LEC_CHECK = 1
export CORE_AREA = 10 10 80 80
export DIE_AREA = 0 0 90 90
File: /design/flow/constraint.sdc
current_design clk_division

set clk_period 2.8
set clk_io_pct 0.2

create_clock -name clk0 -period $clk_period [get_ports {mClk}]

set non_clock_inputs [all_inputs -no_clocks]
set_input_delay [expr $clk_period * $clk_io_pct] -clock clk0 $non_clock_inputs
set_output_delay [expr $clk_period * $clk_io_pct] -clock clk0 [all_outputs]
==> flow report <==
LAYOUT
-----------------------------------------------------------------------------------------------
Final design utilization .........................................................        20.7%
Registers with the most flip-flops ...............................................  clk_div x19
Fraction of layout instances using a drive strength above 1 ......................        9.59%
Area added between synthesis and finish ..........................................        18.0%
Reg with most FFs ................................................................      clk_div
Flip-flop count of the largest register after layout .............................           19
Number of filler cells placed in the layout ......................................          498

SETUP PATH
-----------------------------------------------------------------------------------------------
Data required time of the critical path ..........................................      2240 ps
Critical path buffers and inverters ..............................................            1
Reg2Reg Capture Point ............................................................  clk_div[16]
Crit path kind ................................................................... register to output pin
Reg2reg setup slack ..............................................................      1240 ps
Arr. time, crit path .............................................................      1080 ps
FF-to-FF path depth ..............................................................            5
Cell count along the critical path ...............................................            1
Slowest cell delay on critical path ..............................................       470 ps
Critical path endpoint category ..................................................   output pin
Family with the most delay on the worst path ..................................... buffers and inverters
Cell-by-cell trace of the critical path .......................................... clkdlybuf4s50_1
Largest fanout of any net on the critical path ...................................            2
Slowest cell on the critical path ................................................ clkdlybuf4s50_1
Worst Setup Start Kind ...........................................................     register
Worst reg2reg path startpoint ....................................................   clk_div[0]

LOGIC SYNTHESIS
-----------------------------------------------------------------------------------------------
Share of synthesized cell area in and, or, nand and nor gates ....................        22.2%
Top cell type by instance count after synthesis ..................................      dfrtp_1
Xor and xnor area share after synthesis ..........................................        18.0%
Chip area estimate from yosys synthesis ..........................................    828 sq um
Predominant post-synthesis flop cell .............................................      dfrtp_1
Library cell occupying the most area in the post-synthesis netlist ...............      dfrtp_1
Post-synth cell types ............................................................           18
Mapped Cells .....................................................................           67
Synthesis Warnings ...............................................................            1
Avg Cell Area, Syn ...............................................................   12.4 sq um
Post-synth area hogs ............................................................. dfrtp_1 57%, xnor2_1 12%, xor2_1 6.3%
Synth cell count leaders ......................................................... 19 x dfrtp_1, 11 x xnor2_1, 6 x nand2_1, 6 x xor2_1, 5 x nand3_1
Part of the Yosys area used for sequential elements ..............................        57.4%
Share of Yosys cell area claimed by the top area cell type .......................        57.4%
Multiplexer share of the synthesized area ........................................           0%
Number of enable flip-flop cells .................................................            0
Largest family of logic cells by area ............................................ simple AND/OR/NAND/NOR gates
Cell area after technology mapping ...............................................    828 sq um
Ys flops .........................................................................           19
Number of cell instances after yosys synthesis ...................................           67
Asr flop ratio synth .............................................................         100%
Post-synthesis compound-gate area fraction .......................................           0%
Area fraction in full adders, half adders and majority gates .....................        1.51%

POWER AND IR DROP
-----------------------------------------------------------------------------------------------
Portion of total power attributed to combinational logic .........................         1.4%
Clock network power share ........................................................        39.3%
Cell-internal power ..............................................................     0.377 mW
Share of power burned in registers ...............................................        59.3%
PwrDens ..........................................................................  473 nW/um^2
Switching part of the total power ................................................        18.6%
Sw power .........................................................................    0.0859 mW
Worst ir drop on vdd .............................................................       134 uV
Standby leakage power ............................................................     0.449 nW

ROUTING
-----------------------------------------------------------------------------------------------
Residual DRC count ...............................................................            0
Violation count after the first detailed-route iteration .........................           20
Vias after detailed routing ......................................................          490
Inserted Diodes ..................................................................            0
Routed wire per std cell ......................................................... 8.88 microns
First-pass iteration count of the detailed router ................................            4
Routed Wire Length ............................................................... 1240 microns
Post-route ant nets ..............................................................            0
Via-to-Cell Ratio ................................................................         3.50

PLACED DESIGN
-----------------------------------------------------------------------------------------------
Port bufs ........................................................................            2
Gp weighted congestion ...........................................................        0.777
HPWL after DPL ...................................................................  898 microns

CLOCK TREE
-----------------------------------------------------------------------------------------------
Number of CTS-inserted buffers ...................................................            3
Quantity of gates resized following cts ..........................................            0
Clk latency late pin .............................................................       250 ps
Root buffer cell .................................................................     clkbuf_8
Number of hold buffers added after cts ...........................................            0
Postcts setup bufs ...............................................................            0
Clock input transition at the sequential cells of the worst setup and hold paths .        60 ps
Largest buffer count on any clock path ...........................................            2
TritonCTS clock tree .............................................................        built
Sinks on the clock net ...........................................................           19
H-Tree Depth .....................................................................            1

FINAL TIMING
-----------------------------------------------------------------------------------------------
Count of pins over their slew limit ..............................................            0
Slew at the pin closest to its max-slew limit ....................................       680 ps
Sum Neg Setup Slack ..............................................................         0 ps
Worst setup skew after layout ....................................................      2.94 ps
Final hold viol count ............................................................            0
Max-Slew Margin vs Limit .........................................................        54.6%
Time the worst path needs with I/O delays and setup ..............................      1640 ps
Setup violations, final ..........................................................            0
Setup repair after global routing missed its margin ..............................           no
Portion of the clock cycle consumed by the worst path in the final layout ........        58.6%
Max Freq .........................................................................      609 MHz

FLOORPLANNING
-----------------------------------------------------------------------------------------------
Rows .............................................................................           25
Init Core Util ...................................................................        17.5%
Total die area ...................................................................   8100 sq um
Std-Cell Core Area ...............................................................   4720 sq um
I/O pins .........................................................................            3
Die height .......................................................................   90 microns
Die Span X .......................................................................   90 microns

GRT
-----------------------------------------------------------------------------------------------
GRT Residual Overflow ............................................................            0
Largest net degree at the start of global routing ................................           20
Global Route Usage Sum ...........................................................        3.33%
Via count of the first global-routing pass .......................................          519
Initial antenna violation count ..................................................            0
First-pass GRT wire length ....................................................... 2320 microns

WORST HOLD PATH
-----------------------------------------------------------------------------------------------
Sink of the worst hold path ......................................................  clk_div[17]
Hold Path Stages .................................................................            1
Worst Hold Class ................................................................. register to register
Startpoint of the most critical hold path ........................................  clk_div[17]

FLOW RUN
-----------------------------------------------------------------------------------------------
Count of tool warnings ...........................................................           25
Maximum capacitance violations ...................................................            0

STATUS
-----------------------------------------------------------------------------------------------
Result of the run ................................................................ finished clean

==> cells in the final DEF, fill, tap and decap left out, types with 2 or more instances in the layout <==
cell type / count
and3_1: 2
clkbuf_8: 3
clkdlybuf4s50_1: 2
dfrtp_1: 19
inv_1: 2
nand2_1: 6
nand3_1: 5
nand4_1: 2
nor2_1: 4
nor3_1: 2
xnor2_1: 11
xor2_1: 6
==> layer usage <==
metal | share of wire (%) | global-route usage (%) | up-vias
met5 | 0 | 0 | -
met4 | 0.64 | 0.531 | 0
met3 | 4.8 | 1.17 | 2
met2 | 44 | 5.15 | 8
met1 | 50 | 4.47 | 244
li1 | - | - | 236
==> logic make-up after synthesis <==
logic type                 Yosys count
adders and majority gates            1
and+or+nand+nor                     28
xor gates and xnor gates            17
buffers and inverters                2
DFF                                 19
==> stage by stage <==
step	area [sq um]	hold slack (ps)	cells	power, mW	setup slack (ps)
6_report	977	474	140	0.463	1160
5_1_grt	977	489	140	0.478	1110
4_1_cts	977	475	140	0.468	1130
3_5_place_dp	932	462	136	0.286	1250
3_3_place_gp	932	454	136	0.286	1310
2_1_floorplan	828	424	67	0.284	1450
==> worst max-delay path by stage <==
stage,startpoint,slack (ps),end
finish,clk_div[18],1160,Clk190
global route,clk_div[18],1110,Clk190
CTS,clk_div[18],1130,Clk190
==> power groups by stage <==
stage         Clock [mW]  Sequential, mW  Combinational, mW
global route       0.196           0.274            0.00775
CTS                0.187           0.274            0.00674
finish             0.182           0.274            0.00626
==> final cells by class <==
class | instances | area (sq um) | area share (%)
clock buffer | 4 | 45.0 | 4.61
inverter | 2 | 7.51 | 0.768
multi-input combinational | 46 | 345 | 35.3
sequential | 19 | 475 | 48.7
tap | 67 | 83.8 | 8.58
timing repair buffer | 2 | 20.0 | 2.05
Power is estimated from default activity; no workload was simulated.
